$ cat flow/run.sh
#!/bin/bash
# OpenROAD 26Q1-2900-gdf79404cd8, Yosys 0.63+post, stock flow scripts
make -C /OpenROAD-flow-scripts/flow DESIGN_CONFIG=/design/flow/config.mk WORK_HOME=/design/flow/orfs finish
$ cat flow/constraint.sdc
current_design RamPort2

set clk_period 2.0
set clk_io_pct 0.2

create_clock -name clk0 -period $clk_period [get_ports {clk}]

set non_clock_inputs [all_inputs -no_clocks]
set_input_delay [expr $clk_period * $clk_io_pct] -clock clk0 $non_clock_inputs
set_output_delay [expr $clk_period * $clk_io_pct] -clock clk0 [all_outputs]
$ cat flow/config.mk
export PLATFORM = sky130hd
export DESIGN_NAME = RamPort2
export DESIGN_NICKNAME = RamPort2
export VERILOG_FILES = /design/flow/design.v
export SDC_FILE = /design/flow/constraint.sdc
export NUM_CORES = 4
export LEC_CHECK = 1
export CORE_AREA = 10 10 75 75
export DIE_AREA = 0 0 85 85
$ cat flow/design.v
module RamPort2#(parameter N = 2, M = 4)
(
	input  logic clk, 								 
	input  logic Write, 								 
	input  logic [N-1:0] A_adr,B_adr,D_adr, 
	output logic [M-1:0] A_dat,B_dat, 			
	input  logic [M-1:0] D_dat 					
);
 logic [M-1:0] mem[2**N-1:0];
	assign A_dat = mem[A_adr];						
	assign B_dat = mem[B_adr];
	always_ff @(posedge clk) 
		if(Write) mem[D_adr] <= D_dat;  
endmodule
==> impl_summary.log <==
[report] implementation figures
INFO  metric path_max_fanout = 2
INFO  metric grt_first_pass_wirelength = 2080 um
INFO  metric top_register = mem
INFO  metric crit_slowest_cell = sky130_fd_sc_hd__mux4_1
INFO  metric synth-seq-cells = 16
INFO  metric first_global_vias = 462
INFO  metric rows = 23
INFO  metric worst-setup-path-type = flip-flop to output port
INFO  metric utilization = 24.6%
INFO  metric drt-wirelength-per-cell = 13.0 um
INFO  metric time_the_worst_path_needs_with_i_o_delays_and_setup = 1.95 ns
INFO  metric post_synthesis_average_cell_area = 25.8 um^2
INFO  metric post_dp_cell_area = 982 um^2
INFO  metric maximum_clock_frequency = 0.513 GHz
INFO  metric cpLargestDelayFamily = multiplexers
INFO  metric numCtsBuffers = 3
INFO  metric layout-area-overhead-vs-synth = 38.5%
INFO  metric max_cap_viol_count = 0
INFO  metric log.warning_count = 26
INFO  metric yosysWarningCount = 1
INFO  metric dieHeight = 85 um
INFO  metric routed-via-count = 388
INFO  metric antenna_found_initial = 0
INFO  metric cts_setup_buffers = 0
INFO  metric synth_largest_type_area_fraction = 66.6%
INFO  metric grt_remaining_overflow = 0
INFO  metric critical-path-max-stage-delay = 0.50 ns
INFO  metric viasPerCell = 3.84
INFO  metric grt_usage = 3.62%
INFO  metric cts_tree = built
INFO  metric hold_path.startpoint = D_dat[0]
INFO  metric setup_viol_count_final = 0
INFO  metric detailedRoute.firstPassIterationCount = 4
INFO  metric finalHoldViolCount = 0
INFO  metric core-area = 4060 um^2
INFO  metric ys_types = 5
INFO  metric final_layout_top_logic_cell = sky130_fd_sc_hd__edfxtp_1
INFO  metric yosys_top_cell_by_area = sky130_fd_sc_hd__edfxtp_1
INFO  metric cts.hold.buffers_added = 0
INFO  metric layout-drive-gt1-share = 21.6%
INFO  metric endpoint_kind = output port
INFO  metric finish.cell_count_without_fillers = 101
INFO  metric synthesis_area_per_yosys = 722 um^2
INFO  metric critPathLaunchType = flip-flop
INFO  metric p_per_area = 700 nW/um^2
INFO  metric maxSlewHeadroom = 85.3%
INFO  metric drt_first_iter_violations = 6
INFO  metric h_tree_depth = 1
INFO  metric root_cell_of_the_clock_tree = sky130_fd_sc_hd__clkbuf_8
INFO  metric worst_pin_slew = 0.220 ns
INFO  metric ys_cells = 28
INFO  metric vdd_drop_max = 0.141 mV
INFO  metric postLayoutCellArea = 1000 um^2
INFO  metric cts-root-to-sink-buffers = 2
INFO  metric most-common-layout-cells = 16 x sky130_fd_sc_hd__edfxtp_1, 12 x sky130_fd_sc_hd__clkdlybuf4s50_1, 5 x sky130_fd_sc_hd__mux4_2
INFO  metric netlist_area = 722 um^2
INFO  metric wirelength = 1310 um
INFO  metric post-place-cells = 98
INFO  metric drv_slew = 0
INFO  metric netlist_top_cells_area = sky130_fd_sc_hd__edfxtp_1 67%, sky130_fd_sc_hd__mux4_1 29%, sky130_fd_sc_hd__and3b_1 2.4%, sky130_fd_sc_hd__nor3b_1 1.0%, sky130_fd_sc_hd__and3_1 0.87%
INFO  metric final.fill_count = 408
INFO  metric floorplan.core_util = 17.8%
INFO  metric worst-path-buf-inv = 1
INFO  metric ios = 20
INFO  metric min-delay-path-class = input port to flip-flop
INFO  metric post_synth_inst_count = 28
INFO  metric largestRegisters = mem (16)
INFO  metric fp.dieW = 85 um
INFO  metric clock_input_transition_at_the_sequential_cells_of_the_worst_setup_and_hold_paths = 0.05 ns
INFO  metric synth_sequential_area_ratio = 66.6%
INFO  metric ant_nets = 0
INFO  metric pin_count_of_the_biggest_net_entering_global_routing = 9
INFO  metric worstSetupStartpoint = mem[1][2]
INFO  metric numPortBuffers = 19
INFO  metric total_leakage_power = 0.363 nW
INFO  metric worstPathRequired = 1.60 ns
INFO  metric place.gp.congestion = 0.742
INFO  metric cts.sinks = 16
INFO  metric crit_arrival = 1.55 ns
INFO  metric fraction_of_the_cycle_the_final_worst_path_needs = 97.5%
INFO  metric status = complete, no violations
INFO  metric fp.dieArea = 7230 um^2
INFO  metric timing.critical_path.cells = mux4_1 > clkdlybuf4s50_1
INFO  metric route.detailed.drc = 0
INFO  metric hold_ws = 0.789 ns
INFO  metric detail_route.antenna_diodes = 0
INFO  metric largest_register_ff_count = 16
INFO  metric grt_setup_unrepaired = true
-- per-stage QoR --
step / TNS, ns / setup slack, ns / power, mW
floorplan: 0 / 0.726 / 0.424
global placement: -3.09 / -0.397 / 0.492
detailed placement: -3.11 / -0.397 / 0.494
CTS: 0 / 0.00708 / 0.711
global route: -0.0401 / -0.0241 / 0.747
finish: 0 / 0.0494 / 0.700
-- kinds of logic (layout without fill, tap and decap cells) --
group	after synthesis	in the layout	share of synthesized area [%]
DFF	16	16	66.6
and+or+nand+nor	4	4	4.33
buffers and inverters	0	23	0
muxes	8	8	29.1
-- synth_stat cells --
master	n
sky130_fd_sc_hd__edfxtp_1	16
sky130_fd_sc_hd__and3b_1	2
sky130_fd_sc_hd__nor3b_1	1
sky130_fd_sc_hd__mux4_1	8
sky130_fd_sc_hd__and3_1	1
-- per-layer routing --
layer / part of all wire (%) / global-route usage, % / vias to the layer above
met2: 36 / 4.63 / 31
met1: 47 / 4.62 / 177
met4: 2.1 / 0.898 / 0
met3: 14 / 2.89 / 3
met5: 0 / 0 / -
li1: - / - / 177
-- path summary, 6_finish.rpt --
check | endpoint | slack, ns | depth (start not counted)
hold / removal | mem[1][0] | 0.79 | 1
setup / recovery | A_dat[2] | 0.05 | 2
-- area by class of cell --
type | instances | area (um^2) | share of cell area [%]
clock buffers | 3 | 41.3 | 4.13
multi-input cells | 12 | 223 | 22.3
flip-flops and latches | 16 | 480 | 48.1
repair buffers | 20 | 193 | 19.3
well taps | 50 | 62.6 | 6.26
-- power by group --
| part | internal [mW] | switching, mW |
|---|---|---|
| combinational | 0.0636 | 0.0240 |
| clock | 0.132 | 0.0841 |
| sequential | 0.388 | 0.00750 |
| total | 0.584 | 0.116 |
-- repair_timing --
action / 4_1_cts / 5_1_grt
setup endpoints to repair: 8 / 8
gates cloned: 0 / 0
resized: 11 / 7
No activity file was given, so power comes from the tool's default toggle rates.
