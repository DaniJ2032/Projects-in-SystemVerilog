<file path="flow/design.v">
module cpu(
	input logic  clk,  
	input logic  [15:0] ctrl_word,  
	input logic  [3:0] DATA_in,  
	output logic [3:0] STATE_flags,  
	output logic [3:0] DATA_out  
);
	logic [2:0] A,B,D,H;  
	logic [3:0] F;  
	logic [3:0] regA, regB, busA, BusB, ALU_out ,flags;  
	assign {A,B,D,F,H} = ctrl_word[15:0];
	ram3port REF_FILE(clk, (D!=0), A, B, D, regA, regB, DATA_out);
	assign busA = ((A!=0) ? regA : DATA_in);	
	assign busB = ((B!=0) ? regB : DATA_in);
	alu ALU_UNIT(busA, busB, F, ALU_out, flags);
		always_ff@(posedge clk) 
			STATE_flags <= flags;
 shifter SHIFTER_UNIT(ALU_out,H, DATA_out);	
endmodule 
module ram3port(
	input  logic clk,  
	input  logic we3,  
	input  logic [2:0] a1,a2,a3,  
	output logic [3:0] d1,d2,  
	input  logic [3:0] d3  
);
	logic [3:0] mem [7:0];  
	assign d1 = mem[a1];
	assign d2 = mem[a2];
	always_ff @(posedge clk)  
		if(we3) mem[a3] <= d3;  
endmodule
module shifter(
	input logic  [3:0] D,  
	input logic  [2:0] S,  
	output logic [3:0] Y  
);
	always_comb
		case (S)
			3'b000: Y = D;  
			3'b001: Y = {D[3:1],1'b0};  
			3'b010: Y = {1'b0,D[2:0]};  
			3'b011: Y = 1'b0;  
			3'b100: Y = D;  
			3'b101: Y = {D[2:0],D[3]};  
			3'b110: Y = {D[0],D[3:1]};  
			3'b111: Y = D;  
		endcase
endmodule 
module alu(input logic [31:0] a, b,
           input logic [1:0] ALUControl,
           output logic [31:0] Result,
           output logic [3:0] ALUFlags);
  logic neg, zero, carry, overflow;
  logic [31:0] condinvb;
  logic [32:0] sum;
  assign condinvb = ALUControl[0] ? ~b : b;
  assign sum = a + condinvb + ALUControl[0];
  always_comb
    casex (ALUControl[1:0])
      2'b0?: Result = sum;
      2'b10: Result = a & b;
      2'b11: Result = a | b;
    endcase
  assign neg = Result[31];
  assign zero = (Result == 32'b0);
  assign carry = (ALUControl[1] == 1'b0) & sum[32];
  assign overflow = (ALUControl[1] == 1'b0) &
                    ~(a[31] ^ b[31] ^ ALUControl[0]) &
                    (a[31] ^ sum[31]);
  assign ALUFlags = {neg, zero, carry, overflow};
endmodule
</file>
<file path="flow/run.sh">
#!/bin/bash
# OpenROAD 26Q1-2900-gdf79404cd8, Yosys 0.63+post, stock flow scripts
make -C /OpenROAD-flow-scripts/flow DESIGN_CONFIG=/design/flow/config.mk WORK_HOME=/design/flow/orfs finish
</file>
<file path="flow/config.mk">
export PLATFORM = sky130hd
export DESIGN_NAME = cpu
export DESIGN_NICKNAME = cpu
export VERILOG_FILES = /design/flow/design.v
export SDC_FILE = /design/flow/constraint.sdc
export NUM_CORES = 4
export LEC_CHECK = 1
export CORE_UTILIZATION = 30
</file>
<file path="flow/constraint.sdc">
current_design cpu

set clk_period 7.5
set clk_io_pct 0.2

create_clock -name clk0 -period $clk_period [get_ports {clk}]

set non_clock_inputs [all_inputs -no_clocks]
set_input_delay [expr $clk_period * $clk_io_pct] -clock clk0 $non_clock_inputs
set_output_delay [expr $clk_period * $clk_io_pct] -clock clk0 [all_outputs]
</file>
==> flow_metrics.tcl <==
# yosys + openroad results
set metrics [dict create \
    final-hold-violation-count 0 \
    async_reset_ff_share_pct 0 \
    synthSimpleGateAreaFrac_pct 9.987 \
    met2_usage_pct 18.49 \
    rsz0062_at_grt "no" \
    ios 29 \
    grt_pass1_wl_um 5554 \
    cts.sinks 32 \
    arrival_ns 5.58 \
    ys_sh_mux_pct 17.31 \
    grt.busiest_layer "met2" \
    area_delta_synth_final_pct 22.57 \
    clock_latency_ns 0.28 \
    dpl-instance-area_sq_mm 0.002220 \
    maxCapViolCount 0 \
    gp_congestion 0.8571 \
    min_path_type "flop to flop" \
    cts.reportedPaths.clkPinSlew_ns 0.06 \
    cp_slowest_stage_delay_ns 0.80 \
    grt_max_degree 21 \
    ys_ff 32 \
    use_met3_pct 3.307 \
    dieArea_sq_mm 0.006585 \
    adder_share_pct 9.055 \
    r2r_slack_ns 3.73 \
    start_kind "input port" \
    fin_crit_ns 7.076 \
    synth_cell_types 41 \
    portBuffers 26 \
    yosysCellCount 140 \
    hpwl_um 2668 \
    cts.path.max_buffers 2 \
    rows 28 \
    core_util_floorplan_pct 31.37 \
    die_height_um 81.15 \
    hold_ws_ns 1.249 \
    cts_inserted_buffers 5 \
    irDropWorstVdd_uv 113.4 \
    max_freq_mhz 141.3 \
    syn_inst 140 \
    synth_warnings 9 \
    grt_pass1_vias 1160 \
    finalSetupViolations 0 \
    use_met1_pct 17.89 \
    drive_gt1_share_pct 12.94 \
    ff_type "edfxtp_1" \
    synthTopCellsByArea "edfxtp_1 45%, mux4_2 11%, ha_1 8.0%" \
    ys_area_sq_mm 0.001879 \
    synth_area_sq_mm 0.001879 \
    syn_avg_cell_area_sq_um 13.42 \
    grt_util_all_layers_pct 11.89 \
    via_count 1244 \
    cts-resized-gates 0 \
    endpoint_kind "primary output" \
    routed_via_density 5.078 \
    min-delay-start "REF_FILE.mem[7][3]" \
    min_path_cells 6 \
    crit_required_ns 6.00 \
    powerDensity_mw_per_mm2 191.7 \
    warnings 30 \
    drcViolationCount 0 \
    setup_tns_ns 0 \
    finalInstanceArea_sq_mm 0.002303 \
    wirelength_um 3514 \
    drt_first_pass_iters 4 \
    timing.rr.start "REF_FILE.mem[5][0]" \
    clockRootBuffer "clkbuf_8" \
    tightest_slew_ns 0.8083 \
    ys_top_logic_family "multiplexers" \
    holdPathEnd "STATE_flags[3]" \
    htreeDepth 2 \
    crit_start "ctrl_word[13]" \
    cpMaxStageDelayCell "clkdlybuf4s50_1" \
    synth-xor-area-share_pct 0.4660 \
    hold_buffers 0 \
    grt_antenna_before_repair 0 \
    ff2ff_path_depth 14 \
    regToRegEndpoint "STATE_flags[2]" \
    ant_nets 0 \
    leakage_nw 0.8446 \
    outcome "completed" \
    n_antenna_cell 0 \
    drt_iter0_markers 86 \
    synth_top_cell_by_area "edfxtp_1" \
    synth_seq_share_pct 49.00 \
    die_w_um 81.15 \
    wire_per_inst_um 14.34 \
    skew_ns 0.005957 \
    synth-compound-area-share_pct 10.65 \
    top_area_share_pct 44.74 \
    gr-total-overflow 0 \
    cts_setup_buffers 0 \
    synth-edff-count 28 \
    cp_max_fo 8 \
    slew_headroom_pct 46.00 \
    report.final.slew_viol_count 0 \
    cp_cell_sequence "clkdlybuf4s50_1 -> mux4_2 -> mux2i_1 -> inv_1 -> ha_1 -> and3_1 -> a22o_1 -> nor4_1 -> o31a_1 -> o22ai_1 -> a21oi_1 -> clkdlybuf4s50_1" \
    crit_path_frequent_cell "clkdlybuf4s50_1" \
    worstSetupPathType "input port to primary output" \
    final_util_pct 38.45 \
    core_area_sq_mm 0.005991 \
    cts_tree "done" \
    period_used_pct 94.35 \
]
worst max path at each step:
stage / to / slack, ns / cells past startpoint
4_1_cts: DATA_out[2] / 0.40 / 12
5_1_grt: DATA_out[2] / 0.08 / 12
6_report: DATA_out[2] / 0.42 / 12
cell families after synthesis:
family          after synthesis
buf+inv                      15
fa+ha+maj                    13
xor+xnor                      1
mux                          17
simple gates                 33
flops                        32
compound gates               29
state kept, by name (all words and copies together) (netlist names):
| name | count |
|---|---|
| STATE_flags | 4 |
| REF_FILE.mem | 28 |
report_power, final:
part	internal [mW]	switching [mW]	total [mW]
combinational	0.0541	0.0531	0.107
clock	0.0642	0.0594	0.124
sequential	0.209	0.00208	0.211
cells in the mapped netlist (2+ instances only):
| cell type | number |
|---|---|
| edfxtp_1 | 28 |
| ha_1 | 12 |
| nand2_1 | 10 |
| mux4_2 | 9 |
| inv_1 | 8 |
| o22ai_1 | 6 |
| a21oi_1 | 5 |
| clkbuf_1 | 4 |
| dfxtp_1 | 4 |
| mux2i_1 | 4 |
| nor2_1 | 4 |
| a31oi_1 | 3 |
| nor3b_1 | 3 |
| o31a_1 | 3 |
| a21boi_0 | 2 |
| a21o_1 | 2 |
| a22oi_1 | 2 |
| and3_1 | 2 |
| and3b_1 | 2 |
| buf_2 | 2 |
| mux2i_4 | 2 |
| nand2b_1 | 2 |
| nor2b_1 | 2 |
| nor4_1 | 2 |
critical path, delay by kind of cell:
kind | cells | cell delay [ns]
buffers and inverters | 3 | 1.45
AND/OR/NAND/NOR | 2 | 0.37
adder cells (fa/ha/maj) | 1 | 0.34
AND-OR/OR-AND | 4 | 1.11
multiplexers | 2 | 0.79
stage by stage:
step	cells	worst slack (ns)	power, mW
after floorplan	140	1.994	0.2815
after global placement	237	0.4584	0.3178
after detailed placement	237	0.4080	0.3217
after CTS	245	0.3962	0.4480
after global routing	245	0.08463	0.4662
final	245	0.4238	0.4415
routing by layer:
layer | routed length (um) | part of all wire (%) | vias up
met5 | 0 | 0 | -
met1 | 1595 | 45 | 591
li1 | - | - | 607
met4 | 36 | 1.0 | 0
met2 | 1653 | 47 | 42
met3 | 228 | 6.5 | 4
area by class of cell:
cell class / instances / area [sq um]
Sequential cell: 32 / 920.9
Timing Repair Buffer: 29 / 282.8
Clock inverter: 2 / 11.26
Multi-Input combinational cell: 93 / 892.1
Inverter: 8 / 30.03
Tap cell: 75 / 93.84
Fill cell: 546 / 3687
Clock buffer: 6 / 72.57
cell usage in the layout (no fill, tap or decap), types with 3 or more instances in the layout:
master           netlist  layout
a21oi_1                5       5
a31oi_1                3       3
buf_4                  0       3
clkbuf_8               0       5
clkdlybuf4s50_1        0      26
dfxtp_1                4       4
edfxtp_1              28      28
ha_1                  12      12
inv_1                  8       8
mux2i_1                4       4
mux4_2                 9       9
nand2_1               10      10
nor2_1                 4       4
nor3b_1                3       3
o22ai_1                6       6
o31a_1                 3       3
Power and IR drop assume default switching activity.
