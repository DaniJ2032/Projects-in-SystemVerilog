$ cat design/flow/run.sh
#!/bin/bash
# OpenROAD 26Q1-2900-gdf79404cd8, Yosys 0.63+post, stock flow scripts
make -C /OpenROAD-flow-scripts/flow DESIGN_CONFIG=/design/flow/config.mk WORK_HOME=/design/flow/orfs finish
$ cat design/flow/config.mk
export PLATFORM = sky130hd
export DESIGN_NAME = unit_fuction
export DESIGN_NICKNAME = unit_fuction
export VERILOG_FILES = /design/flow/design.v
export SDC_FILE = /design/flow/constraint.sdc
export NUM_CORES = 4
export LEC_CHECK = 1
export CORE_AREA = 10 10 70 70
export DIE_AREA = 0 0 80 80
$ cat design/flow/constraint.sdc
current_design unit_fuction

set clk_period 2.7
set clk_io_pct 0.2

create_clock -name clk0 -period $clk_period

set non_clock_inputs [all_inputs -no_clocks]
set_input_delay [expr $clk_period * $clk_io_pct] -clock clk0 $non_clock_inputs
set_output_delay [expr $clk_period * $clk_io_pct] -clock clk0 [all_outputs]
$ cat design/flow/design.v
module unit_fuction #(parameter N = 4)
( 
	input logic  [N:0]   FS,		 
	input logic  [N-1:0] A, 		 
	input logic  [N-1:0] B, 		 
	output logic [N-1:0] F, 		 
	output logic [N-1:0] Out_Flag  
);
	logic Cin, Cout;			   
	logic [3:0] Y, Sum;        
	logic neg,zero,over,carr;  
	assign Cin = FS[0]; 		   
   always_comb
		casex (FS[2:1])    
			2'b00:	Y = 4'b0;
			2'b01:	Y = B;
			2'b10:	Y = ~B;										  
			2'b11:	Y = 4'b1;
		endcase
	assign {Cout,Sum} = A + Y + Cin;	
	always_comb
		casex(FS[4:1])
			4'b00??: F =  Sum;  
			4'b0100: F = A & B;
			4'b0101: F = A | B;
			4'b0110: F = A ^ B;
			4'b0111: F = ~A;
			4'b1?00: F = B;  
			4'b1?01: F = {B[3:1],1'b0};  
			4'b1?10: F = {1'b0,B[2:0]};  
			4'b1?11: F = 1'b0;  
		 endcase		
	assign carr = (FS[3] == 1'b0) & Cout;
	assign over = (FS[3] == 1'b0) & ~(A[3] ^ B[3] ^ FS[0]) & (A[3] ^ Sum[3]); 
	assign neg = F[3];																					
	assign zero = (F == 4'b0);
	assign Out_Flag = {over,neg,zero,carr};	
endmodule
==> metrics.cfg <==
[power_and_ir_drop]
power.share.sequential = 0
power.switching_fraction = 0.392
cellInternalPower_uw = 140
cellPowerDensity_nw_per_um2 = 185
total_leakage_power_uw = 0.000630
total_switching_power_uw = 90.2
clock_share_of_power = 0
finalPower_uw = 230
worst_ir_drop_vdd_uv = 50.3
combinationalPowerShare = 1.000

[synthesis]
leading_cell_types_by_total_area_after_synthesis = ha_1 (21%), inv_1 (7.5%), a21oi_1 (6.9%)
synth-compound-area-share = 0.200
yosys_stat_area_sq_um = 652
synth.cellmix.simpleShare = 0.242
post_synth_instance_area_sq_um = 652
yosys-dominant-comb-family = adder cells
yosysUniqueCellTypes = 32
synth_dominant_cell_count = inv_1
postSynthAreaPerCell_sq_um = 7.24
synthDominantCellAreaShare = 0.211
synth.mux.area_fraction = 0.0653
yosys.area_share.xor_xnor = 0.0403
ys_sh_adder = 0.273
ys_top_cells_by_count = inv_1 (13), ha_1 (11), a21oi_1 (9)
ys_cells = 90
syn_inst = 90
yosys_warnings = 1
ys_seq_share = 0
yosys_top_cell_by_area = ha_1

[floorplanning]
pin_count = 21
fp_util = 0.191
chip_area_sq_um = 6400
coreArea_sq_um = 3420
die_h_um = 80
placementRows = 21
die_x_um = 80

[drt]
antenna_violating_nets_post_route = 0
dr.first_iter.drc_count = 62
routed_wl_um = 2080
detail_route.wl_per_cell_um = 10.7
drt-vias-per-instance = 4.05
antennaDiodeCount = 0
via_count = 790
remaining_drc_errors = 0
first_pass_iters = 4

[timing]
finalHoldViolations = 0
setup_tns_ps = -367
setup_viol_count_final = 5
report.final.slew_viol_count = 0
timing_worst_slew_pin_value_ps = 305
fmax_ghz = 0.341
period_used_share = 1.09
setup_repair_after_global_routing_missed_its_margin = true
min_period_ps = 2930
maxSlewHeadroom = 0.796
setup_ws_ps = -230

[min_path]
holdCritPathClass = in -> out

[cells_and_area]
flop-count = 0
design_area_sq_um = 1240
syn2layout_area_growth_pct = 90.8
drive_gt1_frac = 0.557
nFillCells = 346
final.clkbuf_count = 0
flop_area_sq_um = 0

[grt]
met1_capacity_usage_during_global_routing = 0.0900
grt_start_max_net_pins = 11
grt_pass1_vias = 746
grt.busiest_layer = met2
grt_first_pass_wirelength_um = 3460
groute.layer.met2.usage = 0.107
grtUsageTotal = 0.0633
overflow = 0
grtUsageMet3 = 0.00568
grt_antenna_before_repair = 0

[run]
tool_warnings = 39
number_of_maximum_capacitance_constraint_violations = 0

[worst_setup_path]
crit_path_from = B[0]
crit_fanout = 2
critPathLaunchType = input pin
cp.required_ps = 2160
arrival_ps = 2390
setup.worst_path.end_class = output pin
timing_endpoint_of_the_critical_path = Out_Flag[1]
path_type_of_the_worst_setup_path = in -> out

[placement]
place.port_buffers = 21
post_detailed_placement_cell_area_sq_um = 1090
routabilityCongestion = 0.871
detailedPlacementHpwl_um = 1630

[run_status]
status = finished, violations left
violated_checks = negative setup slack

[clock_tree]
cts_hold_repair.buffers = 0

-- how the worst min path moves through the flow --
stage | from | endpoint | slack (ps) | cells after the start
CTS | FS[0] | Out_Flag[3] | 1590 | 5
global route | FS[0] | Out_Flag[3] | 1660 | 5
finish | FS[0] | Out_Flag[3] | 1580 | 5
-- kinds of logic after synthesis --
group	after synthesis
AND-OR/OR-AND	20
XOR/XNOR	3
adder cells (fa/ha/maj)	13
buffers and inverters	22
multiplexers	3
AND/OR/NAND/NOR	29
-- power by group through the flow --
stage	logic [uW]	registers [uW]	clock network [uW]
CTS	227	0	0
global route	252	0	0
finish	230	0	0
-- layout make-up --
| cell class | instances | area, sq um | area share |
|---|---|---|---|
| inverter | 13 | 48.8 | 0.0392 |
| multi-input combinational | 68 | 579 | 0.466 |
| tap | 46 | 57.6 | 0.0463 |
| timing repair buffer | 68 | 558 | 0.449 |
-- timing repair --
| action | 4_1_cts | 5_1_grt |
|---|---|---|
| pin swaps | 19 | 3 |
| resized | 81 | 6 |
| setup endpoints to repair | 8 | 8 |
| setup buffers | 19 | 2 |
-- cells in the final DEF (no fill, tap or decap), types with 2 or more instances in the layout --
cell type	count
dlygate4sd2_1	5
fa_2	2
buf_4	40
xor2_1	2
buf_8	2
nor2_1	3
clkdlybuf4s50_1	2
o21ai_2	2
nand2_1	7
nand3b_1	2
buf_2	8
nor2_2	4
nor3_1	4
a21oi_2	5
buf_6	11
a21oi_1	5
mux2i_1	2
o21ai_1	2
inv_1	10
nand4b_1	2
inv_2	3
ha_1	11
-- critical path: stages --
cell and delay [ps]:
buf_6 100, mux2i_1 120, fa_2 360, fa_2 380, nor2b_2 130, nor4_1 60, a21oi_1 120, nand2_1 80
buf_4 140, nor4_2 220, buf_2 130
-- per-layer routing --
| metal | up-vias | routed length (um) |
|---|---|---|
| met3 | 0 | 80 |
| met1 | 353 | 1050 |
| li1 | 422 | - |
| met5 | - | 0 |
| met4 | 0 | 0 |
| met2 | 15 | 952 |
-- per-stage QoR --
step	hold WS, ps	setup WS (ps)	cells	utilization
after floorplan	1180	-53.2	90	-
after global placement	2200	-1150	178	0.318
after detailed placement	2200	-1110	178	0.318
after CTS	1590	-233	194	0.361
after global routing	1660	-335	195	0.364
final	1580	-230	195	0.364
Power and IR drop assume default switching activity.
